==> ./design.v <==
module nco ( clk_gen, num, clk, rst_n );
output		clk_gen	;
input	[31:0]	num	;
input		clk	;
input		rst_n	;
reg	[31:0]	cnt	;
reg		clk_gen	;
always	@(posedge clk or negedge rst_n) begin
	if (rst_n == 1'b0) begin  
		cnt	<= 32'd0;
		clk_gen	<= 1'd0	;
	end else begin
		if (cnt >= num/2-1) begin
			cnt	<= 32'd0	;
			clk_gen	<= ~clk_gen	;
		end else begin
			cnt	<= cnt + 1'b1	;
		end
	end
end
endmodule
module buzz_new ( o_buzz, i_buzz_en, clk, rst_n );
output		o_buzz		;
input		i_buzz_en	;
input		clk		;
input		rst_n		;
parameter	C = 191113	;
parameter	D = 170262	;
parameter	E = 151686	;
parameter	F = 143173	;
parameter	G = 63776	;
parameter	A = 56818	;
parameter	B = 50619	;
wire		clk_bit		;
nco		u_nco_blt ( .clk_gen ( clk_bit ), .num ( 25000000 ), .clk ( clk ), .rst_n ( rst_n ) );
reg	[4:0]	cnt	;
always @(posedge clk_bit or negedge rst_n) begin
	if (rst_n == 1'b0) begin
		cnt <= 5'b0;
	end else begin
		if (cnt >= 5'd24) begin
			cnt <= 5'd0;
		end else begin
			cnt <= cnt+ 1'd1;
		end
	end
end
reg	[31:0]	nco_num	;
always @(*) begin
	case (cnt)
		5'd00: nco_num =	C;
		5'd01: nco_num = 	D;
		5'd02: nco_num = 	E;
		5'd03: nco_num = 	C;
		5'd04: nco_num = 	E;
		5'd05: nco_num = 	C;  
		5'd06: nco_num = 	D;
		5'd07: nco_num = 	E;
		5'd08: nco_num = 	F;
		5'd09: nco_num = 	F;
		5'd10: nco_num = 	E;
		5'd11: nco_num = 	D;
		5'd12: nco_num = 	F;  
		5'd13: nco_num = 	E;
		5'd14: nco_num = 	F;
		5'd15: nco_num = 	G;
		5'd16: nco_num = 	E;
		5'd17: nco_num = 	G;
		5'd18: nco_num = 	E;
		5'd19: nco_num = 	G;  
		5'd20: nco_num = 	F;
		5'd21: nco_num = 	G;
		5'd22: nco_num = 	A;
		5'd23: nco_num = 	A;
		5'd24: nco_num = 	G;
		5'd25: nco_num = 	F;
		5'd26: nco_num = 	A;
	endcase
end
wire	buzz	;
nco	u_nco_buzz ( .clk_gen ( buzz ), .num ( nco_num ), .clk ( clk ), .rst_n ( rst_n ) );
assign	o_buzz = buzz & i_buzz_en;
endmodule
==> ./run.sh <==
#!/bin/bash
# OpenROAD 26Q1-2900-gdf79404cd8, Yosys 0.63+post, stock flow scripts
make -C /OpenROAD-flow-scripts/flow DESIGN_CONFIG=/design/flow/config.mk WORK_HOME=/design/flow/orfs finish
==> ./config.mk <==
export PLATFORM = sky130hd
export DESIGN_NAME = buzz_new
export DESIGN_NICKNAME = buzz_new
export VERILOG_FILES = /design/flow/design.v
export SDC_FILE = /design/flow/constraint.sdc
export NUM_CORES = 4
export LEC_CHECK = 1
export CORE_UTILIZATION = 30
==> ./constraint.sdc <==
current_design buzz_new

set clk_period 4.5
set clk_io_pct 0.2

create_clock -name clk0 -period $clk_period [get_ports {clk}]

set non_clock_inputs [all_inputs -no_clocks]
set_input_delay [expr $clk_period * $clk_io_pct] -clock clk0 $non_clock_inputs
set_output_delay [expr $clk_period * $clk_io_pct] -clock clk0 [all_outputs]
==> flow_metrics.env <==
# implementation run metrics
export IMPL_r2r_slack_ns=2.01
export IMPL_hold_class="reg -> reg"
export IMPL_pwr_share_clk_pct=53.5
export IMPL_ys_seq_elements=86
export IMPL_worst_setup_path_start_kind="input pin"
export IMPL_rows=45
export IMPL_hold_path_startpoint="u_nco_buzz.clk_gen"
export IMPL_crit_start="i_buzz_en"
export IMPL_skew_ns=0.00553
export IMPL_synth_edff_count=0
export IMPL_tightest_slew_ns=0.713
export IMPL_wl_per_cell_um=11.4
export IMPL_vdd_drop_max_uv=218
export IMPL_finalClockPeriodUsage_pct=62.3
export IMPL_dp_cells=695
export IMPL_drive_gt1_share_pct=6.50
export IMPL_die_h_um=127
export IMPL_met3_length_um=186
export IMPL_synthTopCellsByArea="dfrtp_1, ha_1, xor2_1"
export IMPL_post_cts_buffers=0
export IMPL_drt_iter0_drc=121
export IMPL_ant_nets=0
export IMPL_fin_util_pct=34.4
export IMPL_place_ws_ns=1.70
export IMPL_grt_pass1_wl_um=15200
export IMPL_syn_inst=507
export IMPL_top_area_share_pct=38.0
export IMPL_core_um2=15200
export IMPL_syn_area_um2=4680
export IMPL_htree_levels=3
export IMPL_rr_endpoint="u_nco_buzz.clk_gen"
export IMPL_unconstrained_endpoints=20
export IMPL_most_common_cell="nor2_1"
export IMPL_dp_hpwl_um=5860
export IMPL_clkSlewWorstSetupHoldPaths_ns=0.06
export IMPL_numPortBuffers=3
export IMPL_hold_path_depth=1
export IMPL_wl_met1_um=4150
export IMPL_synthDistinctLibCells=51
export IMPL_crit_fanout=1
export IMPL_rr_startpoint="u_nco_buzz.cnt[2]"
export IMPL_fin_crit_ns=2.80
export IMPL_route_detailed_drc=0
export IMPL_route_met2_wl_um=3710
export IMPL_worst_slack_ns=1.70
export IMPL_totalWireLength_um=8140
export IMPL_numCtsBuffers=9
export IMPL_fp_util_pct=30.8
export IMPL_top_cells_by_count="nor2_1, dfrtp_1, nand2_1"
export IMPL_final_hold_violation_count=0
export IMPL_clkLatencyLatePin_ns=0.33
export IMPL_die_w_um=127
export IMPL_warning_count=28
export IMPL_gr_total_overflow=0
export IMPL_dieArea_um2=16100
export IMPL_rsz0062_at_grt="no"
export IMPL_vias_per_cell=4.75
export IMPL_fin_setup_tns_ns=0
export IMPL_synthArstFlopShare_pct=82.6
export IMPL_gp_congestion=0.818
export IMPL_ys_cells=507
export IMPL_seqPwrFrac_pct=45.3
export IMPL_hold_buffers=0
export IMPL_p_sw_share_pct=21.2
export IMPL_cp_arrival_ns=1.90
export IMPL_avgSynthCellArea_um2=9.22
export IMPL_syn2layout_area_growth_pct=12.0
export IMPL_crit_type="in -> out"
export IMPL_intPower_w=0.00106
export IMPL_setup_viol=0
export IMPL_required_ns=3.60
export IMPL_end_kind="primary output"
export IMPL_leakage_nw=2.38
export IMPL_ys_flop_type="dfrtp_1"
export IMPL_ios=4
export IMPL_cts_root_buf="clkbuf_16"
export IMPL_powerDensity_nw_per_um2=256
export IMPL_grt_util_all_layers_pct=11.5
export IMPL_slew_headroom_pct=52.5
export IMPL_n_antenna_cell=0
export IMPL_cts_resized=0
export IMPL_cts_tree="done"
export IMPL_hold_worst_slack_ns=0.460
export IMPL_dr_total_vias=3374
export IMPL_status="finished, final reports clean"
export IMPL_cts_max_path_buffers=2
export IMPL_yosys_area_um2=4680
export IMPL_stdcell_count=711
export IMPL_rr_worst_depth=7
export IMPL_top_layer="met4"
export IMPL_power_switching_w=0.000285
export IMPL_yosys_warnings=2
export IMPL_max_freq_mhz=357
export IMPL_holdPathEnd="u_nco_buzz.clk_gen"
export IMPL_grt_pass1_vias=3272
export IMPL_unclocked_regs=20
export IMPL_pwr_share_comb_pct=1.2
export IMPL_drv_slew=0
export IMPL_synth_top_cell_by_area="dfrtp_1"
export IMPL_dr_pass1_iters=4
export IMPL_grt_max_degree=51
export IMPL_antenna_found_initial=0
export IMPL_drv_cap=0
-- logic make-up (layout without fill, tap and decap cells) --
family | count (synthesis) | count (layout) | synth area share, %
and+or+nand+nor | 237 | 237 | 24.9
DFF | 71 | 71 | 38.0
other | 1 | 8 | 0.0802
xor gates and xnor gates | 66 | 66 | 12.4
muxes | 2 | 2 | 0.428
adders and majority gates | 40 | 40 | 10.7
AOI/OAI and AO/OA | 48 | 48 | 6.21
buffers and inverters | 27 | 36 | 2.49
latches | 15 | 15 | 4.82
-- final cells by class --
cell class	instances	area, um2
timing repair buffer	7	55.1
fill	1515	9970
multi-input combinational	401	2580
tap	188	235
clock buffer	10	239
clock inverter	6	72.6
inverter	13	48.8
sequential	86	2000
-- metal layers --
layer | vias up | track usage, %
met5 | - | 0
met4 | 0 | 1.05
met3 | 6 | 1.85
met2 | 29 | 17.9
met1 | 1577 | 17.7
li1 | 1762 | -
-- state kept, by name, summed over array words and instances, names as in the netlist --
name and count:
cnt 5, u_nco_buzz.cnt 32, u_nco_buzz.clk_gen 1, u_nco_blt.clk_gen 1, nco_num 15, u_nco_blt.cnt 32
-- cells in the final DEF (no fill, tap or decap), types with 6 or more instances in the layout --
| master | synthesis | layout |
|---|---|---|
| nor2_1 | 78 | 78 |
| dfrtp_1 | 71 | 71 |
| nand2_1 | 52 | 52 |
| xor2_1 | 42 | 42 |
| ha_1 | 40 | 40 |
| nand3_1 | 38 | 38 |
| xnor2_1 | 24 | 24 |
| a21oi_1 | 22 | 22 |
| dlxtn_1 | 15 | 15 |
| and3_1 | 14 | 14 |
| nand4_1 | 14 | 14 |
| inv_1 | 13 | 13 |
| clkbuf_16 | 0 | 9 |
| o21ai_0 | 8 | 8 |
| conb_1 | 1 | 8 |
| nor3_1 | 6 | 6 |
| and2_1 | 6 | 6 |
-- worst max path at each step --
| stage | depth (start not counted) | slack, ns | to |
|---|---|---|---|
| final | 3 | 1.70 | o_buzz |
| after global routing | 3 | 1.68 | o_buzz |
| after CTS | 3 | 1.69 | o_buzz |
-- power groups by stage --
| stage | Clock (W) | Sequential [W] | Combinational (W) |
|---|---|---|---|
| final | 0.000719 | 0.000609 | 0.0000157 |
| after global routing | 0.000763 | 0.000609 | 0.0000195 |
| after CTS | 0.000738 | 0.000609 | 0.0000171 |
-- worst max-delay path, stage by stage --
cell,delay [ns]
clkdlybuf4s50_1,0.45
and2_1,0.11
clkdlybuf4s50_1,0.45
-- through the flow --
step | instance area [um2] | power (W)
6_report | 5240 | 0.00134
5_1_grt | 5240 | 0.00139
4_1_cts | 5240 | 0.00136
3_5_place_dp | 4920 | 0.000636
3_3_place_gp | 4920 | 0.000636
2_1_floorplan | 4700 | 0.000620
No activity file was given, so power comes from the tool's default toggle rates.
