`design.v`:
```
module nco ( clk_gen, num, clk, rst_n );
output		clk_gen	;
input	[31:0]	num	;
input		clk	;
input		rst_n	;
reg	[31:0]	cnt	;
reg		clk_gen	;
always	@(posedge clk or negedge rst_n) begin
	if (rst_n == 1'b0) begin  
		cnt	<= 32'd0;
		clk_gen	<= 1'd0	;
	end else begin
		if (cnt >= num/2-1) begin
			cnt	<= 32'd0	;
			clk_gen	<= ~clk_gen	;
		end else begin
			cnt	<= cnt + 1'b1	;
		end
	end
end
endmodule
module buzz ( o_buzz, i_buzz_en, clk, rst_n );
output		o_buzz		;
input			i_buzz_en	;
input			clk		;
input			rst_n		;
parameter	C = 191113	;
parameter	D = 170262	;
parameter	E = 151686	;
parameter	F = 143173	;
parameter	G = 63776	;
parameter	A = 56818	;
parameter	B = 50619	;
wire		clk_bit		;
nco		u_nco_blt ( .clk_gen ( clk_bit ), .num ( 25000000 ), .clk ( clk ), .rst_n ( rst_n ) );
reg	[4:0]	cnt	;
always @(posedge clk_bit or negedge rst_n) begin
	if (rst_n == 1'b0) begin
		cnt <= 5'b0;
	end else begin
		if (cnt >= 5'd24) begin
			cnt <= 5'd0;
		end else begin
			cnt <= cnt+ 1'd1;
		end
	end
end
reg	[31:0]	nco_num	;
always @(*) begin
	case (cnt)
		5'd00: nco_num =	E;
		5'd01: nco_num = 	C;
		5'd02: nco_num = 	D;
		5'd03: nco_num = 	D;
		5'd04: nco_num = 	E;
		5'd05: nco_num = 	E;
		5'd06: nco_num = 	E;
		5'd07: nco_num = 	D;
		5'd08: nco_num = 	D;
		5'd09: nco_num = 	D;
		5'd10: nco_num = 	E;
		5'd11: nco_num = 	E;
		5'd12: nco_num = 	E;
		5'd13: nco_num = 	E;
		5'd14: nco_num = 	D;
		5'd15: nco_num = 	C;
		5'd16: nco_num = 	D;
		5'd17: nco_num = 	E;
		5'd18: nco_num = 	E;
		5'd19: nco_num = 	E;
		5'd20: nco_num = 	D;
		5'd21: nco_num = 	D;
		5'd22: nco_num = 	E;
		5'd23: nco_num = 	D;
		5'd24: nco_num = 	C;
	endcase
end
wire	buzz	;
nco	u_nco_buzz ( .clk_gen ( buzz ), .num ( nco_num ), .clk ( clk ), .rst_n ( rst_n ) );
assign	o_buzz = buzz & i_buzz_en;
endmodule
```
`run.sh`:
```
#!/bin/bash
# OpenROAD 26Q1-2900-gdf79404cd8, Yosys 0.63+post, stock flow scripts
make -C /OpenROAD-flow-scripts/flow DESIGN_CONFIG=/design/flow/config.mk WORK_HOME=/design/flow/orfs finish
```
`config.mk`:
```
export PLATFORM = sky130hd
export DESIGN_NAME = buzz
export DESIGN_NICKNAME = buzz
export VERILOG_FILES = /design/flow/design.v
export SDC_FILE = /design/flow/constraint.sdc
export NUM_CORES = 4
export LEC_CHECK = 1
export CORE_UTILIZATION = 50
```
`constraint.sdc`:
```
current_design buzz

set clk_period 3.9
set clk_io_pct 0.2

create_clock -name clk0 -period $clk_period [get_ports {clk}]

set non_clock_inputs [all_inputs -no_clocks]
set_input_delay [expr $clk_period * $clk_io_pct] -clock clk0 $non_clock_inputs
set_output_delay [expr $clk_period * $clk_io_pct] -clock clk0 [all_outputs]
```
==> qor.txt <==
Worst Path Arrival - 1780 ps
fillers - 661
OpenROAD warnings - 29
yosys cell count - 368
final std cells w/o fill - 499
Slew Limit Fails - 0
crit-path most repeated cell - clkdlybuf4s50_1
Crit path largest cell delay - 460 ps
worst hold path type - in2async
aoi share - 5.278%
PortBufs - 3
DIE WIDTH - 89.91 um
max-cap violation count - 0
XOR/XNOR Area Share - 9.747%
Lkg Pwr - 1.778 nW
combinational share of power - 1.7%
area leader, netlist - dfrtp_1
worst path required time - 3120 ps
total gr overflow - 0
CTS Buf Count - 9
drt drc - 0
Critical-path top delay cell - clkdlybuf4s50_1
chip area line of the yosys report - 3864 um2
Power Dens Cells - 298.1 nW/um2
Flop pwr share - 56.6%
Sequential Area - 1852 um2
via/cell ratio - 5.098
# hold bufs at CTS - 0
yosys warning tally - 2
initial antenna violation count - 0
register pins left without a clock - 10
Final ANT Viol Nets - 0
Main logic family - simple AND/OR/NAND/NOR gates
number of top-level pins - 4
Slew @ Worst Pin - 911.0 ps
RSZ-0062 raised after global routing - no
crit path time final - 2564 ps
FP Core Util - 52.43%
TritonRoute pass-1 iters - 4
synthesis-to-layout area growth - 9.003%
post-CTS setup buffers - 0
first-pass GRT wire length - 11.18 mm
count of final setup violators - 0
Top cells by area - dfrtp_1 46%, ha_1 8.4%, xor2_1 6.1%
placed cell area - 4029 um2
Net Switching - 307.2 uW
share of power burned in the clock network - 41.7%
Worst Skew - 7.995 ps
die area - 8083 um2
mean area per synthesized cell - 10.50 um2
Mux area share - 0.5181%
clock-pin slew on the worst setup and hold paths - 80 ps
Crit. End Element - output pin
number of distinct library cells after synthesis - 43
crit path launch type - input pin
Rel. slew slack - 38.71%
Tcrit/Tclk final - 65.75%
Synth top area share - 45.98%
Fin. Hold Viols - 0
internal power - 948.2 uW
peak supply drop - 0.3036 mV
Core ar. - 7370 um2
Total GRT Usage - 17.64%
Design Area, Final - 4212 um2
CP Max Fanout - 1
Layout Utilization - 57.15%
vias in the first global route - 2350
Simple Share, Synth - 24.51%
DR iter-0 viols - 96
Rows - 31
Synth flops - 76
CTS resizes - 0
antenna fix cells - 0
Post-synth EDFFs - 0
DP Wirelength - 4.390 mm
critical path type - in2out
drt total wl - 6.272 mm
CTS Root Buffer Type - clkbuf_8
Mapped Cells - 368
Tot Pwr - 1.255 mW
FA/HA/MAJ Cells, Area Fraction - 8.420%
ys async rst share - 93.42%
share of cells above drive strength 1 - 11.75%
Latency at later pin - 340 ps
commonest register cell after synthesis - dfrtp_1
CTS tree - done
Achievable Freq - 390.0 MHz
cell area after synthesis - 3864 um2
vertical die size - 89.91 um
largest net degree at the start of global routing - 49
drt wl/cell - 12.57 um
Net Sw Frac - 24.47%
Setup TNS - 0 ps
status - complete, no violations
htree depth - 3
number of unconstrained endpoints - 10
via count - 2544
critical path cell sequence - clkdlybuf4s50_1 -> and2_1 -> clkdlybuf4s50_1
placed insts - 483
Comb gate area - 1957 um2
Max clock buf depth - 2
GP Congestion - 0.8262
[critical path: cells and delay by family]
kind / cells / cell delay (ps)
buffers and inverters: 2 / 900
AND/OR/NAND/NOR: 1 / 100
[stage by stage]
| stage | hold WS [ps] | setup slack, ps |
|---|---|---|
| global route | 445.2 | 1286 |
| finish | 412.4 | 1336 |
| detailed placement | 460.3 | 1332 |
| CTS | 418.1 | 1333 |
| global placement | 453.5 | 1325 |
| floorplan | 434.3 | 1921 |
[path summary, 6_finish.rpt]
path / startpoint / end / slack, ps / cells after the start
worst min-delay path: rst_n / u_nco_blt.cnt[4] / 410 / 1
worst min register to register: u_nco_buzz.clk_gen / u_nco_buzz.clk_gen / 470 / 1
min in group clk0: u_nco_buzz.clk_gen / u_nco_buzz.clk_gen / 470 / 1
worst max-delay path: i_buzz_en / o_buzz / 1340 / 3
max in group asynchronous: rst_n / u_nco_buzz.cnt[25] / 2520 / 2
worst max register to register: u_nco_blt.cnt[0] / u_nco_blt.clk_gen / 1410 / 7
[placed cells by master, fill, tap and decap left out, types with 14 or more instances in the layout]
cell,instances
a21oi_1,14
conb_1,22
dfrtp_1,71
ha_1,26
inv_1,15
nand2_1,26
nand3_1,20
nor2_1,25
nor2_4,18
nor3_1,23
xnor2_1,16
xor2_1,27
[cells in the mapped netlist (5+ instances only)]
library cell and instances:
nor3_1 23, a21oi_1 14, nor4_1 9, nand4_1 12
nand3_1 20, nor2_4 18, inv_1 15, o21ai_0 6
and3_1 7, nand2_1 26, nor2_1 25, xor2_1 27
clkbuf_1 6, xnor2_1 16, ha_1 26, dfrtp_1 71
dlxtn_1 5, nand2b_1 5
[flip-flops by register name (all words and copies together) (netlist names)]
register            count
cnt                     5
u_nco_buzz.clk_gen      1
nco_num                 5
u_nco_buzz.cnt         32
u_nco_blt.clk_gen       1
u_nco_blt.cnt          32
[logic make-up (layout without fill, tap and decap cells)]
group / count (synthesis) / count (layout)
xor gates and xnor gates: 43 / 43
latches: 5 / 5
and+or+nand+nor: 162 / 162
DFF: 71 / 71
muxes: 2 / 2
buffers and inverters: 25 / 36
AOI/OAI and AO/OA: 33 / 33
other: 1 / 22
adders and majority gates: 26 / 26
[per-layer routing]
metal | part of all wire, % | global-route usage (%) | vias to the layer above
met5 | 0 | 0 | -
met4 | 1.0 | 2.016 | 0
met3 | 3.2 | 3.436 | 5
met2 | 41 | 23.65 | 32
met1 | 55 | 31.90 | 1195
li1 | - | - | 1312
[final cells by class]
type	instances	share of cell area, %
clock buffer	9	2.941
sequential	76	43.97
inverter	15	1.337
tap	99	2.941
clock inverter	7	1.396
multi-input combinational	288	46.46
timing repair buffer	5	0.9507
[power by group through the flow]
stage	registers (mW)	clock network, mW	logic [mW]
final	0.711	0.524	0.0208
after CTS	0.711	0.549	0.0226
after global routing	0.713	0.572	0.0260
Power figures rest on the tool's default switching activity, not on a simulated workload.
